### flow/design.v
module NineCoreProcessor(
    input clk,
    input reset,
    input [3:0] core_id,
    input [7:0] instruction,
    input [7:0] operand1,
    input [7:0] operand2,
    output reg [7:0] result
);
    reg [7:0] registers [0:7][0:3];  
    reg [7:0] memory [0:255];  
    reg [7:0] stack [0:15];  
    integer sp;  
    always @(posedge clk or posedge reset) begin
        if (reset) begin
            result <= 8'b0;
            sp <= 0;
        end else begin
            case (instruction)
                8'h00: registers[core_id][operand1] <= operand2;  
                8'h01: registers[core_id][operand1] <= registers[core_id][operand1] + registers[core_id][operand2];  
                8'h02: registers[core_id][operand1] <= registers[core_id][operand1] - registers[core_id][operand2];  
                8'h03: registers[core_id][operand1] <= registers[core_id][operand1] * registers[core_id][operand2];  
                8'h04: registers[core_id][operand1] <= (registers[core_id][operand2] != 0) ? (registers[core_id][operand1] / registers[core_id][operand2]) : 8'b1;  
                8'h05: registers[core_id][operand1] <= (registers[core_id][operand2] != 0) ? (registers[core_id][operand1] % registers[core_id][operand2]) : 8'b1;  
                8'h06: registers[core_id][operand1] <= registers[core_id][operand1] & registers[core_id][operand2];  
                8'h07: registers[core_id][operand1] <= registers[core_id][operand1] | registers[core_id][operand2];  
                8'h08: registers[core_id][operand1] <= registers[core_id][operand1] ^ registers[core_id][operand2];  
                8'h09: registers[core_id][operand1] <= ~registers[core_id][operand1];  
                8'h0A: registers[core_id][operand1] <= registers[core_id][operand1] << operand2;  
                8'h0B: registers[core_id][operand1] <= registers[core_id][operand1] >> operand2;  
                8'h0C: begin
                    stack[sp] <= registers[core_id][operand1]; 
                    sp <= sp + 1; 
                end  
                8'h0D: begin 
                    if (sp > 0) begin 
                        sp <= sp - 1; 
                        registers[core_id][operand1] <= stack[sp]; 
                    end 
                end  
                8'h0E: begin
                    result <= operand1;
                end  
                8'h0F: begin
                    if (registers[core_id][0] == 8'b0) 
                        result <= operand1;
                end  
                8'h10: begin
                    if (registers[core_id][0] != 8'b0) 
                        result <= operand1;
                end  
                8'h11: begin
                    registers[core_id][2] <= (registers[core_id][operand1] == registers[core_id][operand2]) ? 8'b1 : 8'b0;
                end  
                8'h12: begin
                    if (sp < 15) begin 
                        sp <= sp + 1; 
                        stack[sp] <= operand1; 
                    end 
                end  
                8'h13: begin
                    if (sp > 0) begin 
                        sp <= sp - 1; 
                        result <= stack[sp]; 
                    end 
                end  
                8'h14: begin
                    result <= 8'b11111111;
                end  
                8'h15: ;  
                8'h16: begin
                    registers[core_id][operand1] <= memory[operand2];
                end  
                8'h17: begin
                    memory[operand2] <= registers[core_id][operand1];
                end  
                default: begin
                    result <= 8'b00000000;
                end  
            endcase
        end
    end
endmodule
### flow/run.sh
#!/bin/bash
# OpenROAD 26Q1-2900-gdf79404cd8, Yosys 0.63+post, stock flow scripts
make -C /OpenROAD-flow-scripts/flow DESIGN_CONFIG=/design/flow/config.mk WORK_HOME=/design/flow/orfs finish
### flow/config.mk
export PLATFORM = sky130hd
export DESIGN_NAME = NineCoreProcessor
export DESIGN_NICKNAME = NineCoreProcessor
export VERILOG_FILES = /design/flow/design.v
export SDC_FILE = /design/flow/constraint.sdc
export NUM_CORES = 4
export LEC_CHECK = 1
export CORE_UTILIZATION = 40
### flow/constraint.sdc
current_design NineCoreProcessor

set clk_period 34.8
set clk_io_pct 0.2

create_clock -name clk0 -period $clk_period [get_ports {clk}]

set non_clock_inputs [all_inputs -no_clocks]
set_input_delay [expr $clk_period * $clk_io_pct] -clock clk0 $non_clock_inputs
set_output_delay [expr $clk_period * $clk_io_pct] -clock clk0 [all_outputs]
==> results.py <==
# Generated from Yosys and OpenROAD reports
metrics = {
    "run_status": {
        "status": "finished with violations",
        "violations": "capacitance limit, slew limit",
    },
    "job": {
        "drv_cap": 3,
        "warnings": 50,
    },
    "cells_and_area": {
        "fin_area_um2": 122000,
        "layout.cells.non_filler": 11500,
        "area_growth_pct": 18.7,
        "drive_above_1_share": 0.193,
        "nFillCells": 21500,
    },
    "sta": {
        "setup_violations": 0,
        "fin_tns_setup_ps": 0,
        "rsz0062_at_grt": "no",
        "relSlewSlack": -0.0933,
        "finalCritPeriodShare": 0.754,
        "fmax_mhz": 38.1,
        "finalHoldViolCount": 0,
        "slew_violations": 23,
        "tightest_slew_ps": 1640,
        "final.setup.worst_slack_ps": 8570,
        "min_period_ps": 26230,
        "finClkSkew_ps": 96.4,
    },
    "global_routing": {
        "grt_max_degree": 115,
        "grt_use_total": 0.536,
        "overflow": 0,
        "grt_pass1_vias": 84300,
        "grt_pass1_wl_um": 820000,
        "antenna_found_initial": 83,
    },
    "route": {
        "routed_wl_um": 636000,
        "firstDrtPassIters": 10,
        "viasPerCell": 7.51,
        "wire_per_inst_um": 55.3,
        "highest_layer": "met5",
        "drt-initial-drc-count": 11400,
        "met3WireLength_um": 135000,
        "wl_met2_um": 244000,
        "wl_met1_um": 166000,
        "postRouteAntennaNets": 0,
        "drc": 0,
        "via_count": 86300,
    },
    "critical_path": {
        "critPathRequiredTime_ps": 35400,
        "cp_slowest_cell": "a21oi_1",
        "cp_max_fo": 32,
        "critPathKind": "input port to flop",
        "cp.arrival_ps": 26830,
        "cp-start-kind": "input port",
        "crit_path_max_incr_delay_ps": 800,
        "end_kind": "flop",
    },
    "synth": {
        "yosysTopAreaCell": "edfxtp_1",
        "synthArstFlopShare": 0.0162,
        "synth_seq_share": 0.717,
        "synth-edff-count": 2432,
        "syn_area_per_cell_um2": 14.7,
        "yosysTopAreaCellShare": 0.708,
        "synth_cell_types": 104,
        "synthCells": 7023,
        "ys_seq_elements": 2472,
        "yosys_cells": 7023,
        "area_leaders": "edfxtp_1 (71%), a22oi_1 (4.8%), nor2_1 (2.3%)",
        "yosys_area_um2": 103000,
        "synth_top_flop_cell": "edfxtp_1",
        "synth_warnings": 4,
        "synth_area_um2": 103000,
    },
    "place": {
        "postPlaceCellArea_um2": 114000,
        "preCtsSetupSlack_ps": 8410,
        "dp_hpwl_um": 437000,
        "gp_congestion": 1.29,
        "portBuffers": 36,
        "dpl.cell_count": 10900,
    },
    "die": {
        "rows": 186,
        "fp_util": 0.402,
        "ios": 38,
        "fp.dieH_um": 510,
        "die_x_um": 510,
        "core_area_um2": 257000,
        "dieArea_um2": 260000,
    },
    "clocking": {
        "cts-root-buf": "clkbuf_16",
        "cts_buffers": 284,
        "cts_resized": 0,
        "hold_buffers": 0,
        "clkSlewWorstSetupHoldPaths_ps": 60,
        "clockBufferDepth": 4,
        "tritoncts": "yes",
        "clkLatencyLatePin_ps": 1000,
        "h-tree-depth": 5,
        "postCtsSetupBuffers": 0,
        "cts_sinks": 2472,
    },
    "power": {
        "leakage_nw": 39.7,
        "power_mw": 7.78,
        "ir_worst_vdd_uv": 62.2,
        "cellPowerDensity_nw_per_um2": 63.5,
    },
    "worst_hold_path": {
        "min_path_type": "flop to flop",
    },
}
-- critical path, delay by kind of cell --
family                     cells  cell delay (ps)
AOI/OAI and AO/OA             40            10020
adders and majority gates      8             2850
buffers and inverters          9             2230
and+or+nand+nor               17             3820
muxes                          2              820
-- final timing paths --
path	from	end	slack, ps	cells past startpoint
min in group asynchronous	reset	result[1]	6780	3
max in group asynchronous	reset	sp[0]	27540	3
max reg2reg	registers[8][4]	registers[27][0]	16710	70
max	operand2[3]	registers[27][0]	8570	76
min	sp[16]	sp[16]	520	2
min reg2reg	sp[16]	sp[16]	520	2
-- area by class of cell --
| type | count | area (µm²) | area share |
|---|---|---|---|
| antenna | 135 | 338 | 0.00276 |
| multi-input combinational | 4036 | 28000 | 0.229 |
| clock buffer | 343 | 7390 | 0.0603 |
| timing repair buffer | 915 | 7030 | 0.0574 |
| clock inverter | 141 | 1140 | 0.00929 |
| sequential | 2472 | 74000 | 0.604 |
| tap | 3384 | 4230 | 0.0346 |
| inverter | 79 | 314 | 0.00256 |
-- sequential cells by signal, indices dropped and copies added (netlist names) --
register and cells:
registers 256, stack 128, memory 2048, result 8, sp 32
-- cells in the final DEF (no fill, tap or decap), types with 93 or more instances in the layout --
cell and instances:
a21oi_1 176, o22ai_1 115, a32oi_1 145, clkbuf_16 287
a22oi_1 665, o21ai_0 137, a221oi_1 93, ha_1 106
nand3_1 193, nor2_1 607, diode_2 135, buf_4 871
edfxtp_1 2432, nand2_1 315, nor3_1 94, nand4_1 124
-- report_power, final --
group	internal, mW	switching (mW)
combinational	0.376	1.02
clock	1.62	1.24
sequential	3.52	0.00675
-- cell usage after synthesis, types with 82 or more instances --
cell and count:
nor3_1 137, nand3_1 193, a22oi_1 665, clkbuf_1 273, edfxtp_1 2432, nor2_1 636
o22ai_1 115, a21oi_1 190, o21ai_0 145, nand4_1 124, ha_1 108, a22o_1 88
nand2_1 318, a32oi_1 145, a221oi_1 97, buf_1 82
-- kinds of logic (layout without fill, tap and decap cells) --
kind of cell               count (synthesis)  after routing  share of synthesized area
AOI/OAI and AO/OA                       1911           1911                      0.138
and+or+nand+nor                         1810           1810                     0.0876
other                                      0            135                          0
buffers and inverters                    515           1478                     0.0205
muxes                                    118            118                     0.0135
adders and majority gates                125            125                     0.0164
DFF                                     2472           2472                      0.717
xor gates and xnor gates                  72             72                    0.00681
-- stage by stage --
| stage | hold slack (ps) | utilization |
|---|---|---|
| floorplan | 471 | - |
| global placement | 499 | 0.443 |
| CTS | 526 | 0.476 |
| global route | 558 | 0.477 |
| finish | 522 | 0.477 |
| detailed placement | 516 | 0.443 |
-- routing by layer --
| metal | vias up | track usage |
|---|---|---|
| li1 | 30400 | - |
| met1 | 41000 | 0.481 |
| met2 | 11000 | 0.648 |
| met3 | 3605 | 0.501 |
| met4 | 254 | 0.480 |
| met5 | - | 0.385 |
Power is estimated from default activity; no workload was simulated.
